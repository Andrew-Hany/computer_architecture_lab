==> ./design.v <==
`timescale 1ns / 1ps
module Forward_unit(input [4:0] Rs1,[4:0] Rs2,[4:0]Ex_mem_RegistarRd,[4:0] Mem_Wb_RegistarRd,
input exmem_Regwrite,memwb_Regwrite,output reg [1:0]f1,reg[1:0]f2 );
always@(*)
begin
if(exmem_Regwrite==1 && Ex_mem_RegistarRd!=0 && Ex_mem_RegistarRd==Rs1 )
f1=2'b10;
else if(memwb_Regwrite==1 && Mem_Wb_RegistarRd!=0 && Mem_Wb_RegistarRd==Rs1 && 
!((exmem_Regwrite==1 && Ex_mem_RegistarRd!=0) && Ex_mem_RegistarRd==Rs1))
f1=2'b01;
else f1=2'b00;
 if(exmem_Regwrite==1 && Ex_mem_RegistarRd!=0 && Ex_mem_RegistarRd==Rs2 )
f2=2'b10;
 else 
 if(memwb_Regwrite==1 && Mem_Wb_RegistarRd!=0 && Mem_Wb_RegistarRd==Rs2 && 
!((exmem_Regwrite==1 && Ex_mem_RegistarRd!=0) && Ex_mem_RegistarRd==Rs2))
f2=2'b01;
else 
f2=2'b00;
end
endmodule
==> ./run.sh <==
#!/bin/bash
# OpenROAD 26Q1-2900-gdf79404cd8, Yosys 0.63+post, stock flow scripts
make -C /OpenROAD-flow-scripts/flow DESIGN_CONFIG=/design/flow/config.mk WORK_HOME=/design/flow/orfs finish
==> ./config.mk <==
export PLATFORM = sky130hd
export DESIGN_NAME = Forward_unit
export DESIGN_NICKNAME = Forward_unit
export VERILOG_FILES = /design/flow/design.v
export SDC_FILE = /design/flow/constraint.sdc
export NUM_CORES = 4
export LEC_CHECK = 1
export CORE_AREA = 10 10 70 70
export DIE_AREA = 0 0 80 80
export SYNTH_HDL_FRONTEND = slang
==> ./constraint.sdc <==
current_design Forward_unit

set clk_period 2.3
set clk_io_pct 0.2

create_clock -name clk0 -period $clk_period

set non_clock_inputs [all_inputs -no_clocks]
set_input_delay [expr $clk_period * $clk_io_pct] -clock clk0 $non_clock_inputs
set_output_delay [expr $clk_period * $clk_io_pct] -clock clk0 [all_outputs]
==> flow_metrics.tcl <==
# collected from the flow reports
set metrics [dict create \
    vias 414 \
    num_rows 21 \
    seq_area_um2 0 \
    cts_hold_buffers 0 \
    hold_class "in -> out" \
    openroad.warnings 34 \
    die_w_um 80 \
    grt_usage_pct 4.437 \
    syn2layout_area_growth_pct 223.1 \
    status "finished, final reports clean" \
    port_buffers 26 \
    drt-wirelength-per-cell_um 11.22 \
    rsz0062_at_grt "yes" \
    die_y_um 80 \
    cp_cell_sequence "buf_6, or4_4, o21ai_4, buf_6, nor4_4, nor4_2, buf_2" \
    stdcell_area_um2 873.3 \
    period_needed_ns 2.294 \
    critPathSlowestCell "or4_4" \
    relSlewSlack_pct 82.91 \
    fin_crit_sh_pct 99.74 \
    synth.distinct_cells 10 \
    postRouteAntennaNets 0 \
    syn_area_um2 270.3 \
    vdd_ir_drop_max_uv 75.54 \
    max_stage_delay_ns 0.54 \
    overflow 0 \
    grt_pass1_vias 461 \
    seq_area_frac_synth_pct 0 \
    powerDensity_nw_per_um2 164.3 \
    hold_viol 0 \
    avgSynthCellArea_um2 7.949 \
    via_per_inst 3.234 \
    core-area_um2 3416 \
    seq_cells 0 \
    grt_max_degree 4 \
    max_cap_viol_count 0 \
    die-area_um2 6400 \
    n_clock_buffer 0 \
    finalSetupViolations 0 \
    gp_congestion 0.8045 \
    drc 0 \
    cp.arrival_ns 1.83 \
    antennaDiodeCount 0 \
    required_ns 1.84 \
    firstDrtPassIters 2 \
    critPathMaxFanout 2 \
    syn_inst 34 \
    io_pins 26 \
    fp_util_pct 7.912 \
    n_fill_cell 375 \
    tightest_slew_ns 0.2544 \
    drv_slew 0 \
    hpwl_mm 1.265 \
    synth_stat.cells 34 \
    total_power_mw 0.1435 \
    drive_gt1_share_pct 53.66 \
    clock.fmax_mhz 435.9 \
    placed_area_um2 730.7 \
    drt_wl_total_mm 1.436 \
    grt_pass1_wl_mm 2.297 \
    antenna_found_initial 0 \
    synth_warnings 0 \
    hold_depth 5 \
    leakagePower_nw 0.3990 \
    crit_top_cell "buf_6" \
    drt_iter0_drc 12 \
    start_kind "input port" \
    yosysChipArea_um2 270.3 \
    critical_path_class "in -> out" \
    crit_path_end_kind "output pin" \
]
-- per-stage QoR --
stage / setup slack [ns] / hold WS (ns) / cells / utilization [%] / setup TNS [ns]
floorplan: 0.4470 / 1.009 / 34 / - / 0
global placement: -0.6170 / 1.923 / 125 / 21.39 / -2.201
detailed placement: -0.6195 / 1.917 / 125 / 21.39 / -2.233
CTS: -0.1137 / 1.563 / 126 / 24.10 / -0.1137
global route: -0.08176 / 1.491 / 128 / 25.57 / -0.1218
finish: 0.005920 / 1.431 / 128 / 25.57 / 0
-- worst paths after layout --
path / to / start / slack [ns]
min: f1[0] / Mem_Wb_RegistarRd[4] / 1.43
max: f1[0] / Ex_mem_RegistarRd[2] / 0.006
-- critical path, delay by kind of cell --
family / cells / cell delay (ns)
buffers and inverters: 3 / 0.36
AOI/OAI and AO/OA: 1 / 0.18
and+or+nand+nor: 3 / 0.83
-- metal layers --
layer / track usage, % / up-vias / wire (um)
met5: 0 / - / 0
met3: 2.273 / 0 / 204
met2: 4.254 / 25 / 359
met4: 0 / 0 / 0
li1: - / 219 / -
met1: 7.865 / 170 / 873
-- layout by cell type, fill, tap and decap left out --
master,count
buf_6,5
xnor2_2,5
or4_4,2
clkdlybuf4s50_1,6
xor2_1,4
nor2_4,1
nand4_1,2
nor4_2,2
nor4_4,2
xnor2_4,1
buf_4,19
buf_2,2
nand2_1,2
o21ai_4,1
clkbuf_2,1
nand3_2,2
dlymetal6s2s_1,5
xnor2_1,10
clkdlybuf4s15_2,1
dlygate4sd2_1,9
-- logic make-up after synthesis --
group	synth area share (%)
xor gates and xnor gates	64.81
and+or+nand+nor	31.94
AOI/OAI and AO/OA	3.241
-- synth_stat cells --
cell type / instances / share of area [%]
nand2_1: 2 / 2.8
nor4_1: 2 / 4.6
nand4_1: 2 / 4.6
nand3_1: 2 / 3.7
xnor2_1: 16 / 52
or4_1: 2 / 5.6
nor4_2: 2 / 9.3
xor2_1: 4 / 13
nor2_1: 1 / 1.4
o21ai_2: 1 / 3.2
-- final cells by class --
type	instances	area, um^2	area share [%]
well taps	46	57.56	6.590
multi-input cells	34	389.1	44.56
repair buffers	48	426.7	48.85
-- what timing repair did --
action	4_1_cts	5_1_grt
gates resized	44	14
setup buffers	2	2
setup endpoints to repair	4	4
pin swaps	12	8
-- report_power, final --
group,switching (mW),internal [mW],leakage [nW]
combinational,0.0567,0.0868,0.399
clock,0,0,0
sequential,0,0,0
Power is estimated from default activity; no workload was simulated.
