==> flow/config.mk <==
export PLATFORM = sky130hd
export DESIGN_NAME = hazard_unit
export DESIGN_NICKNAME = hazard_unit
export VERILOG_FILES = /design/flow/design.v
export SDC_FILE = /design/flow/constraint.sdc
export NUM_CORES = 4
export LEC_CHECK = 1
export CORE_AREA = 10 10 70 70
export DIE_AREA = 0 0 80 80
export SYNTH_HDL_FRONTEND = slang
==> flow/run.sh <==
#!/bin/bash
# OpenROAD 26Q1-2900-gdf79404cd8, Yosys 0.63+post, stock flow scripts
make -C /OpenROAD-flow-scripts/flow DESIGN_CONFIG=/design/flow/config.mk WORK_HOME=/design/flow/orfs finish
==> flow/constraint.sdc <==
current_design hazard_unit

set clk_period 2.4
set clk_io_pct 0.2

create_clock -name clk0 -period $clk_period

set non_clock_inputs [all_inputs -no_clocks]
set_input_delay [expr $clk_period * $clk_io_pct] -clock clk0 $non_clock_inputs
set_output_delay [expr $clk_period * $clk_io_pct] -clock clk0 [all_outputs]
==> flow/design.v <==
`timescale 1ns / 1ps
module hazard_unit( input  [4:0] RS1_IF_ID, input [4:0]RD_ID_EX,input [4:0]RS2_IF_ID,
                    input memread_ID_EX, output reg stall );
always@(*)
begin
if( RS1_IF_ID == RD_ID_EX | RS2_IF_ID == RD_ID_EX && memread_ID_EX !=0 && RD_ID_EX != 0)
    stall = 1'b1;
 else
 stall =1'b0;
end
endmodule
==> reports/qor.yml <==
status: "finished clean"
chip_area_um2: 6400
final_max_slew_viol_count: 0
critPathMaxStageDelay_ns: 0.42
finalCritPeriodShare_pct: 90.3
grt_max_degree: 4
grt_pass1_wl_um: 959
final_cell_area_um2: 375
top_cell_area_share_pct: 42.0
clock_buffers: 0
mux_share_pct: 0
ys_seq_share_pct: 0
seq_area_um2: 0
cp-end-kind: "output pin"
yosys.cell_types.count: 7
finalNonFillerCells: 84
drt_wl_total_um: 639
top_cells_by_area: "xor2_1 (42%), xnor2_1 (28%), nand3_1 (8.0%)"
ctsHoldBuffers: 0
synthToLayoutAreaGrowth_pct: 200
drtAntennaViolNets: 0
start_kind: "primary input"
vias: 194
drt_pass1_iterations: 1
seq_cells: 0
avgSynthCellArea_um2: 7.36
remaining_drc_errors: 0
post_cts_buffers: 0
synth-simple-area-share_pct: 22.0
utilization_pct: 11.0
rows: 21
n_antenna_cell: 0
holdWs_ns: 1.62
cp.required_ns: 1.92
place.gp.congestion: 0.823
io_buffers: 17
placed_area_um2: 383
yosys_area_um2: 125
drv_cap: 0
drive_above_1_share_pct: 10.5
ys_cells: 17
antenna_found_initial: 0
rsz0062_at_grt: "false"
synth_warnings: 0
grt_pass1_vias: 188
tightestPinTransition_ns: 0.163
ios: 17
worstSetupPathType: "primary input to output pin"
critPathMaxFanout: 1
worstPathArrival_ns: 1.69
initCoreUtil_pct: 3.66
hp-class: "primary input to output pin"
grtUsageTotal_pct: 1.78
core-area_um2: 3420
path_cells: "clkdlybuf4s50_1 -> xor2_1 -> nor3_1 -> nand3_1 -> a21oi_1 -> dlygate4sd2_1"
finalSetupViolations: 0
largest_area_cell: "xor2_1"
die_y_um: 80
synth_adder_area_share_pct: 0
leakage_nw: 0.137
post-place-ws_ns: -0.134
viasPerCell: 2.31
synthCells: 17
fillers: 408
syn_area_um2: 125
post_cts_resize_count: 6
critPathSlowestCell: "clkdlybuf4s50_1"
finalCriticalPeriod_ns: 2.17
hold_viol: 0
top_logic_kind: "XOR/XNOR gates"
wl_per_cell_um: 7.61
power_density_nw_per_um2: 133
drtIter0Drc: 0
worst_slack_ns: 0.232
ys_sh_aoi_pct: 8.00
grt.overflow.total: 0
dp.cells: 84
slew_headroom_pct: 89.0
ir_drop_uv: 12.8
maxClockFrequency_ghz: 0.461
ys_sh_xor_pct: 70.0
warnings: 32
fp.dieW_um: 80
-- cell families (layout without fill, tap and decap cells) --
family	after synthesis	count (layout)
xor gates and xnor gates	10	10
and+or+nand+nor	5	5
buffers and inverters	0	21
AOI/OAI and AO/OA	2	2
-- critical path: cells and delay by family --
family / cells / cell delay (ns)
simple gates: 2 / 0.29
xor+xnor: 1 / 0.15
buf+inv: 2 / 0.63
compound gates: 1 / 0.14
-- final timing paths --
kind	end	cells past startpoint	startpoint
max	stall	6	RS2_IF_ID[4]
min	stall	4	RD_ID_EX[0]
-- layout by cell type, fill, tap and decap left out, drive strengths merged --
cell,Yosys,final
xor2,6,6
or4,1,1
o21ai,1,1
clkdlybuf4s50,0,11
buf,0,4
a21oi,1,1
nor3,2,2
xnor2,4,4
dlygate4sd2,0,6
nand3,2,2
-- routing by layer --
layer	GRT usage (%)	wire (µm)	share of wire, %	up-vias
met5	0	0	0	-
met4	0	0	0	0
met3	0.682	95	15	0
met2	2.73	248	39	13
met1	2.44	295	46	80
li1	-	-	-	101
-- where the power goes --
| group | switching, mW | internal, mW |
|---|---|---|
| clock | 0 | 0 |
| sequential | 0 | 0 |
| combinational | 0.0155 | 0.0344 |
| total | 0.0155 | 0.0344 |
-- stage by stage --
stage,total power [mW],TNS (ns)
after floorplan,0.0150,0
after global placement,0.0535,-0.120
after detailed placement,0.0538,-0.134
after CTS,0.0508,0
after global routing,0.0548,0
final,0.0500,0
-- synthesized netlist by cell type (all sizes together) --
master and instances:
xnor2 4, xor2 6, nor3 2, o21ai 1, nand3 2, a21oi 1, or4 1
-- layout make-up --
| class | instances | area (µm²) | area share [%] |
|---|---|---|---|
| Timing Repair Buffer | 21 | 193 | 51.3 |
| Multi-Input combinational cell | 17 | 125 | 33.3 |
| Tap cell | 46 | 57.6 | 15.3 |
Power figures rest on the tool's default switching activity, not on a simulated workload.
